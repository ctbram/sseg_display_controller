==> ./design.v <==
`timescale 1ns / 1ps
module BCD_to_cathodes(
input [3:0] digit,
output reg [7:0] cathode=0
    );
always@ (digit)
begin
	case (digit)
		4'd0:
			cathode = 8'b00000011;  
		4'd1:
			cathode = 8'b10011111;  
		4'd2:
			cathode = 8'b00100101;  
		4'd3:
			cathode = 8'b00001101;  
		4'd4:
			cathode = 8'b10011001;  
		4'd5:
			cathode = 8'b01001001;  
		4'd6:
			cathode = 8'b01000001;  
		4'd7:
			cathode = 8'b00011111;  
		4'd8:
			cathode = 8'b00000001;  
		4'd9:
			cathode = 8'b00001001;  
		default:
			cathode = 8'b11111111;  
	endcase
end
endmodule
==> ./run.sh <==
#!/bin/bash
# OpenROAD 26Q1-2900-gdf79404cd8, Yosys 0.63+post, stock flow scripts
make -C /OpenROAD-flow-scripts/flow DESIGN_CONFIG=/design/flow/config.mk WORK_HOME=/design/flow/orfs finish
==> ./config.mk <==
export PLATFORM = sky130hd
export DESIGN_NAME = BCD_to_cathodes
export DESIGN_NICKNAME = BCD_to_cathodes
export VERILOG_FILES = /design/flow/design.v
export SDC_FILE = /design/flow/constraint.sdc
export NUM_CORES = 4
export LEC_CHECK = 1
export CORE_AREA = 10 10 70 70
export DIE_AREA = 0 0 80 80
==> ./constraint.sdc <==
current_design BCD_to_cathodes

set clk_period 1.4
set clk_io_pct 0.2

create_clock -name clk0 -period $clk_period

set non_clock_inputs [all_inputs -no_clocks]
set_input_delay [expr $clk_period * $clk_io_pct] -clock clk0 $non_clock_inputs
set_output_delay [expr $clk_period * $clk_io_pct] -clock clk0 [all_outputs]
==> Changelog: implementation <==
### Implementation results

* Total routing usage reported by global routing at ~2.4%
* Hold buffer count at CTS at 0
* Area growth syn-to-layout at 138%
* Diode insertion count for antenna repair at 0
* Routed length per placed instance at roughly 8.0 um
* Number of sequential cells at 0
* Post-synthesis cell type with the largest instance count: o21ai_0
* Worst Setup Start Kind: input port
* Yosys cell count at 35
* Routability cong. at roughly 0.8
* Floorplan-stage core utilization at 6.48%
* Core region area at 3420 um2
* Number of antenna violations at the first check in global routing at 0
* Number of clock-tree buffers in the layout at 0
* CP Depth at 8
* Synthesized area per cell at roughly 6.3 um2
* Most repeated library cell on the critical path: buf_6
* Number of violations of the max-capacitance limit at 0
* Violations in the final reports: negative setup slack
* Placed instance area at 410 um2
* Most numerous cell types in the synthesized netlist: o21ai_0, ha_1, nor2_1, nand2b_1, inv_1
* Sum of net half-perimeters after detailed placement at 607 um
* Vias in the first global route at 279
* Final setup slack of the worst path at -156 ps
* Worst setup path class: in2out
* First-pass GRT wire length at 1.37 mm
* Fin crit period at 1560 ps
* DR pass1 iterations at 2
* Std cell rows at 21
* Worst min-delay path category: in2out
* Share of the clock period used by the worst path at 111%
* Number of library cell types mapped by synthesis at 15
* Critical path buffers and inverters at 4
* Total cell area reported by yosys after synthesis at 221 um2
* Number of warnings reported in the yosys synthesis log at 1
* Final setup violation count at 4
* Share of cells above drive strength 1 at 65.5%
* Combined flip-flop and latch cell area at 0 um2
* Required @ worst endpoint at 1120 ps
* Post-synthesis sequential area ratio at 0%
* Static leakage at 0.000224 uW
* RSZ-0062 raised after global routing: yes
* Die outline area at approximately 6400 um2
* Post-route worst hold slack at ~1000 ps
* Critical hold path startpoint: digit[3]
* Hold EP: cathode[5]
* Post-route DRC at 0
* Floorplan die width at 80 um
* Post-Synthesis Cell Area at 221 um2
* Synth area leaders: ha_1, o21ai_0, nand2b_1, nor2_1, buf_6
* Max stage delay on crit path at 230 ps
* Kind of end point of the critical path: output pin
* Maximum clock rate at 643 MHz
* Number of antenna-violating nets in the routed design at 0
* Post-layout instance area at 527 um2
* DIE HEIGHT at 80 um
* Fraction of synthesized cell area taken by the top area cell type at 28.2%
* Boundary Pins at 12
* Final hold violation count at 0
* Number of pins exceeding their max-slew limit in the final report at 0
* PortBufs at 11
* Run status: complete, but fails checks
* Gr ovfl total at 0
* Critical path origin: digit[0]
* Synthesized instance count at 35
* Largest net degree at the start of global routing at 11
* Gate family responsible for the most delay along the worst path: buffers and inverters
* Via density per instance at 2.94
* WL final at 804 um
* Total via count after detailed routing at 297
* Max Fanout on Critical Path at 2
* Maximum VDD drop at 0.0365 mV
* Number of warnings the tools reported at 38
* Violation tally from detailed-route iteration zero at 12
* Hold path depth at 4
* Standard cell with the maximum stage delay on the critical path: or2_4
* Cells along the critical path: buf_6 -> buf_6 -> ha_4 -> or2_4 -> a21oi_4 -> buf_6 -> a31oi_1 -> buf_2
* Post-synth top area cell: ha_1
* Pwr per Cell Area at between 200 and 300 nW/um2
* Data arrival time of the critical path at 1280 ps
## worst max path at each step
| stage | end | slack [ps] |
|---|---|---|
| finish | cathode[4] | -160 |
| CTS | cathode[4] | -160 |
| global route | cathode[4] | -190 |
## tightest hold or removal path, stage by stage
cell,delay [ps]
buf_2,150
o21ai_0,110
o21ai_2,70
buf_2,100
## logic make-up (layout without fill, tap and decap cells)
kind of cell    count (synthesis)  count (layout)  synth area share (%)
buf+inv                         6              26                  15.8
fa+ha+maj                       5               5                  28.2
compound gates                 10              10                  24.9
simple gates                   13              13                  29.4
other cells                     1               1                  1.69
## layer usage
layer	wire length [um]	vias to the layer above	track usage [%]
met4	0	0	0
met2	387	5	4.33
li1	-	150	-
met3	28	0	0.227
met5	0	-	0
met1	387	142	3.30
## power by group
part	leakage, uW	internal (uW)	total [uW]	switching, uW
clock	0	0	0	0
sequential	0	0	0	0
combinational	0.000224	76.0	132	56.2
total	0.000224	76.0	132	56.2
## cells in the final DEF, fill, tap and decap left out, types with 2 or more instances in the layout
cell type	netlist	layout
a21oi_2	1	2
buf_2	1	6
buf_4	1	7
buf_6	1	7
dlygate4sd2_1	0	2
ha_4	0	3
inv_2	0	2
nand2_1	2	2
nand2b_1	4	2
nand2b_4	0	2
nor2_1	5	4
o21ai_0	6	2
o21ai_1	0	2
o21ai_2	0	2
## stage by stage
stage	total power [uW]	util, %	cells	setup slack (ps)	setup TNS [ps]
floorplan	39.0	-	35	238	0
global placement	105	12.0	95	-822	-5220
detailed placement	104	12.0	95	-819	-5250
CTS	126	14.9	101	-157	-454
global route	146	15.4	101	-188	-642
finish	132	15.4	101	-156	-413
## layout make-up
| type | count | area [um2] |
|---|---|---|
| well taps | 46 | 57.6 |
| repair buffers | 23 | 184 |
| inverters | 3 | 11.3 |
| multi-input cells | 29 | 274 |
| fillers | 389 | 2890 |
## repair_timing
action                     4_1_cts  5_1_grt
setup endpoints to repair        7        7
resized                         56        8
pin swaps                       10        5
buffers inserted                 6        0
Power is estimated from default activity; no workload was simulated.
